[./design.v]
module sram_16x1_128(
    input   wire                CLK,
    input   wire                CEN,
    input   wire                WEN,
    input   wire    [ADDR-1:0]  A,
    input   wire    [BPW-1:0]   D,
    output  reg     [BPW-1:0]   Q
    );
    parameter BPW = 16;
    parameter WORD = 128;
    parameter ADDR = $clog2(WORD);
    reg     [BPW-1:0]   mem [0:WORD-1];
    always @(posedge CLK)
    if(~CEN) begin
		if(~WEN) begin
            mem[A]     = D;
            Q = #1 {BPW{1'bx}};
        end
        else begin
            Q = #1 {mem[A]};
        end
    end
    else begin
        Q = #1 {BPW{1'bx}};
    end
endmodule
[./run.sh]
#!/bin/bash
# OpenROAD 26Q1-2900-gdf79404cd8, Yosys 0.63+post, stock flow scripts
make -C /OpenROAD-flow-scripts/flow DESIGN_CONFIG=/design/flow/config.mk WORK_HOME=/design/flow/orfs finish
[./config.mk]
export PLATFORM = sky130hd
export DESIGN_NAME = sram_16x1_128
export DESIGN_NICKNAME = sram_16x1_128
export VERILOG_FILES = /design/flow/design.v
export SDC_FILE = /design/flow/constraint.sdc
export NUM_CORES = 4
export LEC_CHECK = 1
export CORE_UTILIZATION = 50
[./constraint.sdc]
current_design sram_16x1_128

set clk_period 32.0
set clk_io_pct 0.2

create_clock -name clk0 -period $clk_period [get_ports {CLK}]

set non_clock_inputs [all_inputs -no_clocks]
set_input_delay [expr $clk_period * $clk_io_pct] -clock clk0 $non_clock_inputs
set_output_delay [expr $clk_period * $clk_io_pct] -clock clk0 [all_outputs]
==> flow_summary.html <==
<!-- implementation run metrics -->
<table>
<tr><th>Metric</th><th>Value</th></tr>
<tr><th colspan="2">Clock network</th></tr>
<tr><td>Number of levels in the clock H-tree</td><td>4</td></tr>
<tr><td>Clock root buffer</td><td>sky130_fd_sc_hd__clkbuf_16</td></tr>
<tr><td>Number of buffers added to fix hold violations after cts</td><td>0</td></tr>
<tr><td>TritonCTS buffer count</td><td>205</td></tr>
<tr><td>Number of buffers on the longest clock path</td><td>3</td></tr>
<tr><td>TritonCTS clock tree</td><td>yes</td></tr>
<tr><td>Clock input transition at the sequential cells of the worst setup and hold paths</td><td>roughly 60 ps</td></tr>
<tr><td>Clock Latency Late Sink</td><td>roughly 890 ps</td></tr>
<tr><td>Post-cts resize count</td><td>0</td></tr>
<tr><td>Total number of clock tree sinks</td><td>around 2100</td></tr>
<tr><td>Number of setup buffers added after CTS</td><td>0</td></tr>
<tr><th colspan="2">Synth</th></tr>
<tr><td>Synth async-reset ratio</td><td>0%</td></tr>
<tr><td>Sequential element share of the synthesized area</td><td>between 70% and 80%</td></tr>
<tr><td>Cell count listed in synth_stat.txt</td><td>between 4000 and 5000</td></tr>
<tr><td>Total number of yosys warnings</td><td>2</td></tr>
<tr><td>EDFF count, synth</td><td>a little over 2000</td></tr>
<tr><td>Area of the synthesized netlist per yosys stat</td><td>between 0.07 and 0.08 mm2</td></tr>
<tr><td>Post-synthesis instance area</td><td>a little under 0.08 mm2</td></tr>
<tr><td>Netlist cell types</td><td>93</td></tr>
<tr><td>Flip-flop cell with the highest count after synthesis</td><td>sky130_fd_sc_hd__edfxtp_1</td></tr>
<tr><td>Gate count of the mapped netlist</td><td>about 4600</td></tr>
<tr><td>Average size of a mapped cell</td><td>17.1 um2</td></tr>
<tr><td>Post-synth regs</td><td>a little over 2000</td></tr>
<tr><th colspan="2">Detailed routing</th></tr>
<tr><td>Post-detailed-route wirelength per cell</td><td>between 60 and 70 um</td></tr>
<tr><td>Post-DRT Antenna Nets</td><td>0</td></tr>
<tr><td>Vias per Instance</td><td>~8</td></tr>
<tr><td>Total detailed-routing wirelength</td><td>479000 um</td></tr>
<tr><td>DR vias</td><td>60000</td></tr>
<tr><td>Met2 Wirelength</td><td>between 150000 and 200000 um</td></tr>
<tr><td>Top metal layer carrying routed signals</td><td>met5</td></tr>
<tr><td>Starting DRT DRC Count</td><td>approximately 8000</td></tr>
<tr><td>Remaining design rule violation count</td><td>0</td></tr>
<tr><td>Routed length on met1</td><td>between 100000 and 150000 um</td></tr>
<tr><td>Met3 wire len</td><td>112000 um</td></tr>
<tr><td>First drt pass iteration count</td><td>27</td></tr>
<tr><th colspan="2">Floorplanning</th></tr>
<tr><td>Horizontal extent of the die</td><td>just under 400 um</td></tr>
<tr><td>Core box area</td><td>between 0.15 and 0.2 mm2</td></tr>
<tr><td>IO Pins</td><td>between 40 and 50</td></tr>
<tr><td>Site row count</td><td>about 140</td></tr>
<tr><td>Die area</td><td>around 0.16 mm2</td></tr>
<tr><td>Height of the chip</td><td>about 400 um</td></tr>
<tr><td>Core Util at FP</td><td>a little over 50%</td></tr>
<tr><th colspan="2">Status</th></tr>
<tr><td>Result of the run</td><td>complete, but fails checks</td></tr>
<tr><td>Violated checks</td><td>capacitance limit, slew limit</td></tr>
<tr><th colspan="2">Finish</th></tr>
<tr><td>Layout Cells excl Fill</td><td>around 7300</td></tr>
<tr><td>Cell area after layout</td><td>0.0917 mm2</td></tr>
<tr><td>Layout area overhead</td><td>17.6%</td></tr>
<tr><td>Share of final-layout standard cells stronger than drive strength 1</td><td>20.2%</td></tr>
<tr><th colspan="2">Worst setup path</th></tr>
<tr><td>Category of the critical setup timing path</td><td>in2reg</td></tr>
<tr><td>Endpoint of the worst register-to-register path</td><td>Q[4]</td></tr>
<tr><td>Arrival time of data at the critical path endpoint</td><td>around 12000 ps</td></tr>
<tr><td>Critical path data required time</td><td>around 33000 ps</td></tr>
<tr><td>R2r startpoint</td><td>mem[22][4]</td></tr>
<tr><td>Endpoint class of the critical path</td><td>flop</td></tr>
<tr><td>Flop-to-flop setup slack</td><td>around 28000 ps</td></tr>
<tr><td>Ordered cell list for the critical path</td><td>buf_4 &gt; buf_4 &gt; buf_4 &gt; or4b_2 &gt; buf_4 &gt; nor2_1 &gt; buf_4 &gt; a32oi_1 &gt; nand2_1 &gt; nor4_1 &gt; nand4_1 &gt; o22a_1</td></tr>
<tr><td>Most prevalent standard cell on the critical path</td><td>sky130_fd_sc_hd__buf_4</td></tr>
<tr><td>CP Buf/Inv Count</td><td>5</td></tr>
<tr><td>Maximum cell stage delay along the critical path</td><td>about 1400 ps</td></tr>
<tr><td>Worst-path cell with the longest stage delay</td><td>sky130_fd_sc_hd__nor4_1</td></tr>
<tr><td>Cell type group with the largest total delay on the critical path</td><td>buffers and inverters</td></tr>
<tr><td>Number of cell instances on the worst register-to-register path</td><td>6</td></tr>
<tr><td>Type of origin of the critical path</td><td>input port</td></tr>
<tr><td>Maximum net fanout on the critical path</td><td>48</td></tr>
<tr><th colspan="2">Min path</th></tr>
<tr><td>Capture endpoint of the worst hold path</td><td>Q[7]</td></tr>
<tr><td>Hold wc startpoint</td><td>mem[0][7]</td></tr>
<tr><td>Worst hold path depth</td><td>1</td></tr>
<tr><td>Hold crit path type</td><td>reg2reg</td></tr>
<tr><th colspan="2">Timing</th></tr>
<tr><td>Final cycle utilization of the critical path</td><td>between 30% and 40%</td></tr>
<tr><td>Total count of hold-check failures in the final report</td><td>0</td></tr>
<tr><td>Achievable frequency</td><td>roughly 87 MHz</td></tr>
<tr><td>Unrepaired setup endpoints after global routing</td><td>no</td></tr>
<tr><td>Slew at the pin with the worst max-slew slack</td><td>~1800 ps</td></tr>
<tr><td>Final tally of setup violations</td><td>0</td></tr>
<tr><td>Relative slew slack</td><td>-18.3%</td></tr>
<tr><td>Final tally of max-slew violations</td><td>7</td></tr>
<tr><td>Worst clock skew on the final layout</td><td>roughly 68 ps</td></tr>
<tr><td>Fin Setup TNS</td><td>0 ps</td></tr>
<tr><td>Minimum period implied by the final worst setup slack</td><td>about 12000 ps</td></tr>
<tr><td>Post-route worst hold slack</td><td>466 ps</td></tr>
<tr><th colspan="2">Placed design</th></tr>
<tr><td>Final RePlAce weighted congestion</td><td>1.19</td></tr>
<tr><td>PortBufs</td><td>between 40 and 50</td></tr>
<tr><td>Number of cells in the design after placement</td><td>between 6000 and 7000</td></tr>
<tr><td>HPWL after detailed placement</td><td>312000 um</td></tr>
<tr><td>Post-place instance area</td><td>between 0.08 and 0.09 mm2</td></tr>
<tr><th colspan="2">Global route</th></tr>
<tr><td>Total gr overflow</td><td>0</td></tr>
<tr><td>First-pass GRT wire length</td><td>around 600000 um</td></tr>
<tr><td>Antenna violations before repair</td><td>slightly above 80</td></tr>
<tr><td>Via count of the first global-routing pass</td><td>between 50000 and 60000</td></tr>
<tr><td>GRT Util Overall</td><td>roughly 69%</td></tr>
<tr><td>Maximum number of pins on one net before global-route repair</td><td>about 62</td></tr>
<tr><th colspan="2">Job</th></tr>
<tr><td>Warning total across the stage logs</td><td>26</td></tr>
<tr><td>Number of violations of the max-capacitance limit</td><td>4</td></tr>
<tr><th colspan="2">Power</th></tr>
<tr><td>Total power per unit cell area</td><td>about 66 mW/mm2</td></tr>
<tr><td>Static Leakage</td><td>between 20 and 30 nW</td></tr>
<tr><td>Maximum ir drop on the vdd rail</td><td>~0.054 mV</td></tr>
</table>
[area by class of cell]
| class | count | area (um2) |
|---|---|---|
| fill | 11200 | 62700 |
| sequential | 2064 | 61800 |
| multi-input combinational | 2197 | 16300 |
| clock buffer | 264 | 5430 |
| timing repair buffer | 550 | 4230 |
| tap | 2044 | 2560 |
| clock inverter | 109 | 1150 |
| antenna | 101 | 253 |
| inverter | 6 | 22.5 |
[worst register-to-register path, cell delays in order (launching register included)]
cell and delay (ps):
sky130_fd_sc_hd__edfxtp_1 420, sky130_fd_sc_hd__a22oi_1 560, sky130_fd_sc_hd__o22ai_1 400, sky130_fd_sc_hd__or4_1 950, sky130_fd_sc_hd__nor3_1 1240, sky130_fd_sc_hd__nand4_1 240, sky130_fd_sc_hd__o22a_1 260
[sequential cells by signal, summed over array words and instances (netlist names)]
register / flops
Q: 16
mem: 2048
[per-layer routing]
metal / vias up / GRT usage [%]
met4: 241 / 53.8
met1: 28700 / 69.8
met3: 2531 / 67.3
li1: 20300 / -
met5: - / 56.2
met2: 8229 / 77.2
[cells by family (layout without fill, tap and decap cells)]
group / count (synthesis) / count (layout) / synth area share [%]
AND-OR/OR-AND: 1399 / 1399 / 13.3
XOR/XNOR: 3 / 3 / 0.0337
buffers and inverters: 294 / 929 / 1.63
flip-flops: 2064 / 2064 / 79.3
multiplexers: 56 / 56 / 0.761
other: 0 / 101 / 0
AND/OR/NAND/NOR: 739 / 739 / 5.02
[power breakdown]
part	total, mW	switching, mW	internal, mW
sequential	3.18	0.0548	3.12
combinational	0.482	0.397	0.0848
clock	2.40	1.09	1.32
[worst max-delay path by stage]
stage | slack [ps] | cells after the start | to | from
4_1_cts | 21000 | 11 | mem[3][15] | A[4]
5_1_grt | 20850 | 11 | mem[3][14] | A[4]
6_report | 20460 | 12 | Q[4] | A[3]
[cell usage after synthesis, types with 7 or more instances]
cell | number | share of area, %
sky130_fd_sc_hd__or4_1 | 28 | 0.27
sky130_fd_sc_hd__mux2i_1 | 30 | 0.39
sky130_fd_sc_hd__a21oi_1 | 146 | 0.94
sky130_fd_sc_hd__a32o_1 | 8 | 0.10
sky130_fd_sc_hd__and3_1 | 25 | 0.20
sky130_fd_sc_hd__nor2b_1 | 15 | 0.12
sky130_fd_sc_hd__clkbuf_1 | 146 | 0.70
sky130_fd_sc_hd__edfxtp_1 | 2048 | 79
sky130_fd_sc_hd__mux2_2 | 26 | 0.38
sky130_fd_sc_hd__a221oi_1 | 44 | 0.49
sky130_fd_sc_hd__nand2b_1 | 12 | 0.096
sky130_fd_sc_hd__a32oi_1 | 78 | 0.88
sky130_fd_sc_hd__nor4_1 | 49 | 0.39
sky130_fd_sc_hd__a31oi_1 | 32 | 0.26
sky130_fd_sc_hd__a41oi_1 | 10 | 0.11
sky130_fd_sc_hd__nand4_1 | 74 | 0.59
sky130_fd_sc_hd__buf_1 | 47 | 0.23
sky130_fd_sc_hd__nor3_1 | 45 | 0.29
sky130_fd_sc_hd__nand3_1 | 60 | 0.39
sky130_fd_sc_hd__a2111oi_0 | 13 | 0.15
sky130_fd_sc_hd__or2_2 | 10 | 0.080
sky130_fd_sc_hd__or3_1 | 13 | 0.10
sky130_fd_sc_hd__and2_1 | 9 | 0.072
sky130_fd_sc_hd__o211ai_1 | 14 | 0.13
sky130_fd_sc_hd__a22oi_1 | 654 | 6.3
sky130_fd_sc_hd__and4_1 | 7 | 0.079
sky130_fd_sc_hd__o22ai_1 | 114 | 0.91
sky130_fd_sc_hd__o2111ai_1 | 7 | 0.079
sky130_fd_sc_hd__buf_2 | 83 | 0.53
sky130_fd_sc_hd__a22o_1 | 88 | 0.99
sky130_fd_sc_hd__nand2_1 | 117 | 0.56
sky130_fd_sc_hd__dfxtp_1 | 16 | 0.41
sky130_fd_sc_hd__o21ai_0 | 59 | 0.38
sky130_fd_sc_hd__nor2_1 | 214 | 1.0
sky130_fd_sc_hd__a222oi_1 | 53 | 0.68
sky130_fd_sc_hd__a211oi_1 | 18 | 0.17
[stage by stage]
step           power [mW]  utilization (%)  worst slack (ps)
6_report             6.06             59.4             20460
5_1_grt              6.11             59.4             20850
4_1_cts              5.99             59.2             21000
3_5_place_dp         3.66             55.0             20160
3_3_place_gp         3.66             55.0             19860
2_1_floorplan        3.33                -             20650
[cell usage in the layout (no fill, tap or decap), drive strengths merged, types with 19 or more instances in the layout]
| cell | n |
|---|---|
| nand4 | 75 |
| o21ai | 63 |
| nor3 | 46 |
| mux2 | 26 |
| clkinv | 85 |
| a22oi | 654 |
| nand2 | 118 |
| edfxtp | 2048 |
| nor2 | 219 |
| a211oi | 19 |
| a222oi | 53 |
| a31oi | 32 |
| a22o | 88 |
| clkbuf | 264 |
| a21oi | 146 |
| a221oi | 44 |
| buf | 532 |
| nand3 | 61 |
| diode | 101 |
| and3 | 25 |
| a32oi | 78 |
| a2111oi | 20 |
| mux2i | 30 |
| o22ai | 114 |
| nor4 | 51 |
| or4 | 28 |
Power figures rest on the tool's default switching activity, not on a simulated workload.
