`run.sh`:
```
#!/bin/bash
# OpenROAD 26Q1-2900-gdf79404cd8, Yosys 0.63+post, stock flow scripts
make -C /OpenROAD-flow-scripts/flow DESIGN_CONFIG=/design/flow/config.mk WORK_HOME=/design/flow/orfs finish
```
`config.mk`:
```
export PLATFORM = sky130hd
export DESIGN_NAME = sram_controller
export DESIGN_NICKNAME = sram_controller
export VERILOG_FILES = /design/flow/design.v
export SDC_FILE = /design/flow/constraint.sdc
export NUM_CORES = 4
export LEC_CHECK = 1
export CORE_AREA = 10 10 98 98
export DIE_AREA = 0 0 108 108
```
`constraint.sdc`:
```
current_design sram_controller

set clk_period 3.3
set clk_io_pct 0.2

create_clock -name clk0 -period $clk_period [get_ports {i_clk}]

set non_clock_inputs [all_inputs -no_clocks]
set_input_delay [expr $clk_period * $clk_io_pct] -clock clk0 $non_clock_inputs
set_output_delay [expr $clk_period * $clk_io_pct] -clock clk0 [all_outputs]
```
`design.v`:
```
module sram_controller (
    input   wire            i_clk,
    input   wire            i_rstn,
    input   wire            i_cen,
    input   wire            i_wen,
    input   wire    [8:0]   i_addr,
    input   wire    [31:0]  i_din,
    output  wire    [31:0]  o_dout,
    input   wire    [15:0]  i_amem_dout,
    input   wire    [15:0]  i_bmem_dout,
    input   wire    [31:0]  i_omem_dout,
    output  wire            o_amem_cen,
    output  wire            o_amem_wen,
    output  wire    [6:0]   o_amem_addr,
    output  wire    [15:0]  o_amem_din,
    output  wire            o_bmem_cen,
    output  wire            o_bmem_wen,
    output  wire    [6:0]   o_bmem_addr,
    output  wire    [15:0]  o_bmem_din,
    output  wire            o_omem_cen,
    output  wire            o_omem_wen,
    output  wire    [7:0]   o_omem_addr,
    output  wire    [31:0]  o_omem_din
);
    wire sel_amem = (i_addr[8:7] == 2'b00);
    wire sel_bmem = (i_addr[8:7] == 2'b01);
    wire sel_omem = (i_addr[8] == 1'b1);
    reg reg_i_cen_pipe;
    reg reg_sel_amem_pipe;
    reg reg_sel_bmem_pipe;
    reg reg_sel_omem_pipe;
    always @(posedge i_clk) begin
        if (!i_rstn) begin
            reg_i_cen_pipe <= 1'b1;
            reg_sel_amem_pipe <= 1'b0;
            reg_sel_bmem_pipe <= 1'b0;
            reg_sel_omem_pipe <= 1'b0;
        end 
        else begin
            reg_i_cen_pipe <= i_cen;
            reg_sel_amem_pipe <= sel_amem;
            reg_sel_bmem_pipe <= sel_bmem;
            reg_sel_omem_pipe <= sel_omem;
        end
    end
    assign o_amem_cen = ~(sel_amem & ~i_cen);
    assign o_bmem_cen = ~(sel_bmem & ~i_cen);
    assign o_omem_cen = ~(sel_omem & ~i_cen);
    assign o_amem_wen = ~(sel_amem & ~i_cen & ~i_wen);
    assign o_bmem_wen = ~(sel_bmem & ~i_cen & ~i_wen);
    assign o_omem_wen = ~(sel_omem & ~i_cen & ~i_wen);
    assign o_amem_addr = i_addr[6:0];
    assign o_bmem_addr = i_addr[6:0];
    assign o_omem_addr = i_addr[7:0];
    assign o_amem_din = i_din[15:0];
    assign o_bmem_din = i_din[15:0];
    assign o_omem_din = i_din;
    assign o_dout = 
        (reg_i_cen_pipe)  ? 32'h0000_0000 :
        reg_sel_amem_pipe ? {16'b0, i_amem_dout} :
        reg_sel_bmem_pipe ? {16'b0, i_bmem_dout} :
        reg_sel_omem_pipe ? i_omem_dout : 32'h0000_0000;
endmodule
```
==> summary.txt <==
flow finished, numbers: Synth warnings=1, routed length per instance=15.3 um, H-tree Lvls=1, hold_buf cts=0, clock slew at reported path FFs=0.03 ns, max-cap viol count=0, Post-CTS Resized=0, Vias/cell=approximately 3.8, tool warnings=25, Commonest flop=dfxtp_1, crit path launch type=register, Slew headroom=0.486, die height=108 um, EDFF count, synth=0, Clock Path Buffers=2, fin crit share=0.874, # setup viols final=0, clock sinks=4, Hold Path Stages=2, VDD IR max=approximately 0.21 mV, Final Hold Fails=0, PwrDens=158 nW/um^2, first-pass GRT wire length=approximately 7000 um, Final Slew Violations=0, TNS Setup=0 ns, Hold WS=1.00 ns, largest net degree at the start of global routing=21, Hold Path Origin=i_rstn, mapped cell area=1390 sq um, Num CTS Buffers=3, Util after Layout=0.254, Hold Path Class=primary input to register, Critical Path End Type=primary output, post-synthesis average cell area=between 7 and 8 sq um, Arr. time, crit path=between 2 and 2.5 ns, Cell area leaders=buf_4 47%, a221oi_1 10%, nand3b_1 8.7%, and2_1 8.6%, a21oi_1 5.8%, antenna fix cells=0, Fill cells=~830, antenna violations before repair=0, CTS root buf=clkbuf_8, placed instance area=roughly 1900 sq um, Max-area cell share=0.465, synthesis area per yosys=1390 sq um, post-synth top area cell=buf_4, Die ar.=11700 sq um, Post-synth ARST share=0, most numerous logic cell after layout=clkdlybuf4s50_1, status=finished clean, synth-to-layout area growth=40.2%, Tightest Pin Transition=0.770 ns, FP Util=0.181, unrepaired setup endpoints after global routing=no, Post-Syn Instances=196, Power Total=0.000307 W, CP required=2.64 ns, IO Pins=233, drt total wl=4810 um, max frequency=0.347 GHz, total number of vias=1202, Unique cell types=16, setup repair bufs after CTS=0, ys cells=slightly below 200, antenna viol nets, final=0, Core Region=roughly 7600 sq um, global placer's final weighted congestion=0.802, Comb gate area=about 530 sq um, grt total ovfl=0, row count=32, drt pass-1 iters=4, CTS tree=built, fin crit period=2.88 ns, HPWL after DPL=3870 um, top logic cells by instance count in the layout=108 x clkdlybuf4s50_1, 19 x and2_1, Finished Cell Area=1950 sq um, DR DRC count=0, Setup CP Type=register to primary output, Tot GR Track Use=0.0753, static leakage=between 0.6 and 0.7 nW, register area=around 80 sq um, Post-synth seq share=0.0577, share of cells above drive strength 1=0.0330, DRT iter0 DRCs=32, IO buf count=108, flops & latches, synth=4, Hold Path End=reg_i_cen_pipe$_SDFF_PN1_, worst-path maximum fanout=18, Die X=108 um, vias in the first global route=1300
## per-stage QoR
stage	cells	worst slack [ns]
3_3_place_gp	311	0.533
2_1_floorplan	196	1.63
4_1_cts	314	0.331
3_5_place_dp	311	0.581
6_report	314	0.417
5_1_grt	314	0.201
## metal layers
layer / wire, um / part of all wire / vias up / track usage
li1: - / - / 592 / -
met2: 2250 / 0.47 / 87 / 0.118
met5: 0 / 0 / - / 0
met3: 673 / 0.14 / 20 / 0.0464
met1: 1800 / 0.37 / 503 / 0.0849
met4: 92 / 0.019 / 0 / 0.0181
## layout make-up
| class | count | share of cell area |
|---|---|---|
| well taps | 102 | 0.0656 |
| inverters | 16 | 0.0309 |
| multi-input cells | 78 | 0.274 |
| repair buffers | 111 | 0.567 |
| flip-flops and latches | 4 | 0.0412 |
| clock buffers | 3 | 0.0212 |
## cells in the mapped netlist (2+ instances only)
cell type / count
dfxtp_1: 4
nand3b_1: 16
nand2_1: 3
buf_2: 7
buf_4: 86
buf_6: 2
nor2_1: 2
inv_1: 16
nand2b_1: 3
and2_1: 19
a221oi_1: 16
clkbuf_1: 3
a21oi_1: 16
## cells by family (layout without fill, tap and decap cells)
| family | count (synthesis) | in the layout | share of synthesized area |
|---|---|---|---|
| simple gates | 46 | 46 | 0.225 |
| flops | 4 | 4 | 0.0577 |
| buf+inv | 114 | 130 | 0.558 |
| compound gates | 32 | 32 | 0.159 |
## flip-flops by register name, indices dropped and copies added (netlist names)
| name | cells |
|---|---|
| reg_sel_bmem_pipe | 1 |
| reg_sel_amem_pipe | 1 |
| reg_sel_omem_pipe | 1 |
| reg_i_cen_pipe | 1 |
## critical path, stage by stage, from the launching register on
cell             delay (ns)
dfxtp_1                0.74
buf_4                  0.34
a21oi_1                0.06
a221oi_1               0.32
clkdlybuf4s50_1        0.54
## where the power goes
| group | leakage [nW] | internal [W] | switching, W |
|---|---|---|---|
| Combinational | 0.641 | 0.000110 | 0.0000349 |
| Sequential | 0.0331 | 0.0000510 | 0.0000101 |
| Clock | 0.0216 | 0.0000776 | 0.0000237 |
| Total | 0.696 | 0.000239 | 0.0000687 |
## worst max-delay path by stage
stage	from	slack, ns	endpoint
CTS	reg_sel_amem_pipe$_SDFF_PN0_	0.33	o_dout[1]
global route	reg_sel_bmem_pipe$_SDFF_PN0_	0.20	o_dout[8]
finish	reg_sel_amem_pipe$_SDFF_PN0_	0.42	o_dout[1]
No activity file was given, so power comes from the tool's default toggle rates.
