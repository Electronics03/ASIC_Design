## ./run.sh

```bash
#!/bin/bash
# OpenROAD 26Q1-2900-gdf79404cd8, Yosys 0.63+post, stock flow scripts
make -C /OpenROAD-flow-scripts/flow DESIGN_CONFIG=/design/flow/config.mk WORK_HOME=/design/flow/orfs finish
```

## ./config.mk

```make
export PLATFORM = sky130hd
export DESIGN_NAME = accumulator
export DESIGN_NICKNAME = accumulator
export VERILOG_FILES = /design/flow/design.v
export SDC_FILE = /design/flow/constraint.sdc
export NUM_CORES = 4
export LEC_CHECK = 1
export CORE_UTILIZATION = 50
```

## ./constraint.sdc

```tcl
current_design accumulator

set clk_period 18.8
set clk_io_pct 0.2

create_clock -name clk0 -period $clk_period [get_ports {i_clk}]

set non_clock_inputs [all_inputs -no_clocks]
set_input_delay [expr $clk_period * $clk_io_pct] -clock clk0 $non_clock_inputs
set_output_delay [expr $clk_period * $clk_io_pct] -clock clk0 [all_outputs]
```

## ./design.v

```verilog
module accumulator (
    input  wire         i_clk,
    input  wire         i_rstn,
    input  wire         i_eight_pulse,
    input  wire         i_read,
    input  wire [15:0]  i_amem_dout,
    input  wire [15:0]  i_bmem_dout,
    input  wire [2:0]   i_fl,
    output wire [31:0]  o_acc,
    input  wire         i_omem_cen,
    input  wire         i_omem_wen,
    input  wire [7:0]   i_omem_addr,
    output wire         o_omem_cen_pipe,
    output wire         o_omem_wen_pipe,
    output wire [7:0]   o_omem_addr_pipe,
    output wire         o_read_pipe,
    output wire         o_eight_pulse_pipe,
    output wire         o_calc_done
);
    wire signed [7:0]  matA_data [0:1];
    wire signed [7:0]  matB_data [0:1];
    wire signed [15:0] mul_AB    [0:1];
    wire signed [16:0] sum;
    reg signed [15:0] reg_mul_AB_pipe [0:1];
    reg signed [31:0] reg_acc;
    reg [3:0] reg_read_pipe;
    reg [2:0] reg_eight_pulse_pipe;
    reg [7:0] reg_omem_addr_pipe [2:0];
    reg [2:0] reg_omem_cen_pipe; 
    reg [2:0] reg_omem_wen_pipe;
    always @(posedge i_clk) begin
        if (~i_rstn) begin
            reg_read_pipe           <= 4'b0000;
            reg_eight_pulse_pipe    <= 1'b0;
            reg_omem_addr_pipe[0]   <= 8'd0;
            reg_omem_addr_pipe[1]   <= 8'd0;
            reg_omem_addr_pipe[2]   <= 8'd0;
            reg_omem_cen_pipe       <= 3'b111;
            reg_omem_wen_pipe       <= 3'b111;
        end
        else begin
            reg_read_pipe           <= {reg_read_pipe[2:0], i_read};
            reg_eight_pulse_pipe    <= {reg_eight_pulse_pipe[1:0], i_eight_pulse};
            reg_omem_addr_pipe[0]   <= i_omem_addr;
            reg_omem_addr_pipe[1]   <= reg_omem_addr_pipe[0];
            reg_omem_addr_pipe[2]   <= reg_omem_addr_pipe[1];
            reg_omem_cen_pipe       <= {reg_omem_cen_pipe[1:0], i_omem_cen};
            reg_omem_wen_pipe       <= {reg_omem_wen_pipe[1:0], i_omem_wen};
        end
    end
    always @(posedge i_clk) begin
        if (~i_rstn) begin
            reg_mul_AB_pipe[0] <= 17'd0;
            reg_mul_AB_pipe[1] <= 17'd0;
        end
        else begin
            reg_mul_AB_pipe[0] <= mul_AB[0];
            reg_mul_AB_pipe[1] <= mul_AB[1];
        end
    end
    assign matA_data[0] = $signed(i_amem_dout[7:0]);
    assign matA_data[1] = $signed(i_amem_dout[15:8]);
    assign matB_data[0] = $signed(i_bmem_dout[7:0]);
    assign matB_data[1] = $signed(i_bmem_dout[15:8]);
    assign mul_AB[0] = matA_data[0] * matB_data[0];
    assign mul_AB[1] = matA_data[1] * matB_data[1];
    assign sum = reg_mul_AB_pipe[0] + reg_mul_AB_pipe[1];
    always @(posedge i_clk) begin
        if (~i_rstn) begin
            reg_acc <= 32'd0;
        end
        else begin
            if (~(reg_read_pipe[2]|reg_read_pipe[1]|i_read)) begin
                reg_acc <= 32'd0;
            end
            else if (reg_read_pipe[1]) begin
                if (reg_eight_pulse_pipe[2]) begin
                    reg_acc <= sum;
                end
                else begin
                    reg_acc <= reg_acc + sum;
                end
            end
        end
    end
    assign o_acc = reg_acc >>> i_fl;
    assign o_read_pipe        = reg_read_pipe[2];
    assign o_eight_pulse_pipe = reg_eight_pulse_pipe[2];
    assign o_omem_addr_pipe   = reg_omem_addr_pipe[2];
    assign o_omem_cen_pipe    = reg_omem_cen_pipe[2];
    assign o_omem_wen_pipe    = reg_omem_wen_pipe[2];
    assign o_calc_done = ~(reg_read_pipe[3]|reg_read_pipe[2]|reg_read_pipe[1]|i_read);
endmodule
```

==> metrics.log <==
[flow] summary of implementation run
INFO  metric xor_xnor_cell_area_share_of_the_yosys_netlist = 5.27%
INFO  metric maxSlewHeadroom = 38.8%
INFO  metric ff_type = dfxtp_1
INFO  metric r2r-start = reg_mul_AB_pipe[0][5]
INFO  metric firstDrtPassIters = 24
INFO  metric post_route_cells_drive_above_1_share = 5.37%
INFO  metric wirelength = 23.7 mm
INFO  metric die_height = 152 µm
INFO  metric layout_area_growth_over_synthesis = 13.3%
INFO  metric drt-wirelength-per-cell = 14.3 µm
INFO  metric globalplace.congestion = 0.935
INFO  metric worst-setup-path-type = in2out
INFO  metric floorplan.io_pins = 94
INFO  metric cts.htree.levels = 3
INFO  metric detailed_place_hpwl = 19.1 mm
INFO  metric antenna_cells_inserted = 0
INFO  metric numClockSinks = 101
INFO  metric antenna_found_initial = 0
INFO  metric drt_iter0_markers = 411
INFO  metric worst-r2r-cell-count = 20
INFO  metric worst_skew_pair.late_latency = 0.37 ns
INFO  metric critical_path_arrival = 6.00 ns
INFO  metric final-hold-violation-count = 0
INFO  metric syn_area_per_cell = 8.69 µm²
INFO  metric synth_area = 11300 µm²
INFO  metric pre_cts_ws = 9.04 ns
INFO  metric worst_setup_path_start_kind = primary input
INFO  metric fp.dieArea = 23200 µm²
INFO  metric total_leakage_power = 5.88 nW
INFO  metric synth.area.mux_share = 5.86%
INFO  metric run_status = finished, final reports clean
INFO  metric worst_max_slew_pin_slew = 0.918 ns
INFO  metric grtUsageTotal = 23.0%
INFO  metric edf_count = 0
INFO  metric postSynthRegisterBits = 101
INFO  metric global_route.overflow_total = 0
INFO  metric finalCritPeriodShare = 51.9%
INFO  metric ys_sh_simple = 18.7%
INFO  metric reg2reg_slack = 13.97 ns
INFO  metric final_max_tran_viols = 0
INFO  metric fillCellCount = 1996
INFO  metric clock_path_buffers = 2
INFO  metric ys_types = 68
INFO  metric clk_root_buffer_cell = clkbuf_16
INFO  metric post_synth_main_logic_family = adder cells
INFO  metric cts.repair.resized = 0
INFO  metric pwr_density_cell = 112 nW/µm²
INFO  metric rows = 54
INFO  metric finalSetupViolCount = 0
INFO  metric synth.cellmix.compoundShare = 13.8%
INFO  metric power.ir.vdd_worst = 0.0720 mV
INFO  metric final.setup_skew = 0.0164 ns
INFO  metric grt_setup_unrepaired = false
INFO  metric grt_pass1_vias = 8530
INFO  metric logic_area = 8500 µm²
INFO  metric yosys-stat-cells = 1301
INFO  metric timing.hold.worst_path_depth = 1
INFO  metric critPathCaptureType = output port
INFO  metric layout_utilization = 58.1%
INFO  metric antenna_violating_nets_post_route = 0
INFO  metric synth_chip_area = 11300 µm²
INFO  metric synth_adder_area_share = 31.6%
INFO  metric postSynthCellCount = 1301
INFO  metric r2r-end = reg_acc[30]
INFO  metric fin_total_pwr = 1.44 mW
INFO  metric init_core_util = 51.3%
INFO  metric postCtsSetupRepairBufs = 0
INFO  metric critPathRequiredTime = 15.04 ns
INFO  metric tool_warnings = 26
INFO  metric yosysSeqAreaShare = 17.9%
INFO  metric async_s_r_ff_share_synth = 0%
INFO  metric max_freq = 0.102 GHz
INFO  metric drt-vias-per-instance = 5.20
INFO  metric post-route-min-period = 9.76 ns
INFO  metric fp.dieW = 152 µm
INFO  metric grt_pass1_wl = 41.6 mm
INFO  metric cap_violations = 0
INFO  metric hold_ws = 0.408 ns
INFO  metric floorplan.core_area = 22000 µm²
INFO  metric io_buffers = 93
INFO  metric min_from = reg_omem_wen_pipe[0]
INFO  metric cts_stage_hold_buffer_count = 0
INFO  metric via_count = 8629
INFO  metric ys.warnings.count = 3
INFO  metric regArea = 2020 µm²
INFO  metric numCtsBuffers = 9
INFO  metric critical_path_peak_fanout = 36
INFO  metric drcViolationCount = 0
INFO  metric grt_max_degree = 72
INFO  metric tritoncts = done
INFO  metric clk_pin_slew_worst_paths = 0.07 ns
INFO  metric worst_hold_end = reg_omem_wen_pipe[1]
INFO  metric fin_ws = 9.04 ns
INFO  metric setup_tns = 0 ns
INFO  metric hold_class = reg2reg
[cells in the mapped netlist, types with 3 or more instances]
| master | instances | share of area, % |
|---|---|---|
| nand3b_1 | 3 | 0.20 |
| nand3_1 | 11 | 0.49 |
| nor2_1 | 81 | 2.7 |
| or3_1 | 4 | 0.22 |
| inv_1 | 166 | 5.5 |
| o21a_1 | 9 | 0.60 |
| xnor2_1 | 53 | 4.1 |
| mux2i_1 | 20 | 1.8 |
| nand4_1 | 5 | 0.28 |
| nor3_1 | 16 | 0.71 |
| nand2b_1 | 21 | 1.2 |
| a21o_1 | 17 | 1.1 |
| nor3b_1 | 11 | 0.73 |
| nor4_1 | 4 | 0.22 |
| clkbuf_1 | 33 | 1.1 |
| o21ai_0 | 54 | 2.4 |
| o22ai_1 | 4 | 0.22 |
| and3_1 | 4 | 0.22 |
| a211oi_1 | 11 | 0.73 |
| xor2_1 | 15 | 1.2 |
| o21ai_1 | 18 | 0.80 |
| and2_1 | 125 | 6.9 |
| o31a_1 | 4 | 0.31 |
| o41ai_1 | 3 | 0.23 |
| o2111ai_1 | 3 | 0.23 |
| o21bai_1 | 12 | 0.80 |
| mux2_2 | 23 | 2.3 |
| a21oi_1 | 78 | 3.5 |
| dfxtp_1 | 101 | 18 |
| nand2_1 | 98 | 3.3 |
| o211ai_1 | 8 | 0.53 |
| buf_1 | 4 | 0.13 |
| nor2b_1 | 15 | 0.83 |
| ha_1 | 106 | 12 |
| mux4_2 | 9 | 1.8 |
| fa_1 | 112 | 20 |
[registers in the layout, summed over array words and instances (netlist names)]
signal / flops
reg_eight_pulse_pipe: 3
reg_acc: 32
reg_mul_AB_pipe: 32
reg_omem_cen_pipe: 3
reg_omem_wen_pipe: 3
reg_omem_addr_pipe: 24
reg_read_pipe: 4
[area by class of cell]
type	instances	area share, %
sequential	101	15.8
timing repair buffer	102	7.76
clock buffer	9	1.76
tap	280	2.74
clock inverter	7	0.694
multi-input combinational	994	66.4
inverter	166	4.87
[worst max-delay path, cell delays in order]
cell and delay (ns):
clkdlybuf4s50_1 0.46, buf_4 0.39, mux2_2 0.43, mux4_2 0.48
clkdlybuf4s50_1 0.45
[layer usage]
| metal | track usage (%) | routed length [µm] | part of all wire, % | up-vias |
|---|---|---|---|---|
| met4 | 3.11 | 386 | 1.6 | 0 |
| met2 | 37.6 | 11200 | 47 | 166 |
| met3 | 2.81 | 937 | 4.0 | 22 |
| met5 | 0 | 0 | 0 | - |
| li1 | - | - | - | 4455 |
| met1 | 35.0 | 11200 | 47 | 3986 |
[power by group]
group / internal, mW / total [mW] / switching (mW)
Clock: 0.0959 / 0.193 / 0.0973
Sequential: 0.246 / 0.261 / 0.0145
Combinational: 0.452 / 0.986 / 0.534
[through the flow]
stage,instance area (µm²),cells
finish,12800,1659
global route,12800,1659
CTS,12800,1659
detailed placement,12500,1643
global placement,12500,1643
floorplan,11300,1301
[cells in the final DEF (no fill, tap or decap), types with 12 or more instances in the layout]
master           count
mux2i_1             20
mux2_2              23
o21bai_1            12
ha_1               106
nor2_1              81
a21oi_1             78
o21ai_1             18
inv_1              166
xor2_1              15
nand2_1             98
dfxtp_1            101
o21ai_0             54
and2_1             125
fa_1               112
clkdlybuf4s50_1     92
nand2b_1            21
nor2b_1             15
nor3_1              16
xnor2_1             53
a21o_1              17
[how the worst max path moves through the flow]
stage	startpoint	end	slack [ns]	cells after the start
5_1_grt	i_fl[1]	o_acc[12]	8.99	5
4_1_cts	i_fl[1]	o_acc[10]	9.05	5
6_report	i_fl[1]	o_acc[10]	9.04	5
[kinds of logic (layout without fill, tap and decap cells)]
kind of cell / Yosys count / after routing
simple gates: 409 / 409
compound gates: 247 / 247
fa+ha+maj: 218 / 218
buf+inv: 206 / 284
flops: 101 / 101
xor+xnor: 68 / 68
mux: 52 / 52
Power figures rest on the tool's default switching activity, not on a simulated workload.
